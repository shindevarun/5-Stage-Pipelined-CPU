--- /design/flow/run.sh ---
#!/bin/bash
# OpenROAD 26Q1-2900-gdf79404cd8, Yosys 0.63+post, stock flow scripts
make -C /OpenROAD-flow-scripts/flow DESIGN_CONFIG=/design/flow/config.mk WORK_HOME=/design/flow/orfs finish
--- /design/flow/config.mk ---
export PLATFORM = sky130hd
export DESIGN_NAME = fullAdder64
export DESIGN_NICKNAME = fullAdder64
export VERILOG_FILES = /design/flow/design.v
export SDC_FILE = /design/flow/constraint.sdc
export NUM_CORES = 4
export LEC_CHECK = 1
export CORE_UTILIZATION = 30
--- /design/flow/constraint.sdc ---
current_design fullAdder64

set clk_period 22.1
set clk_io_pct 0.2

create_clock -name clk0 -period $clk_period

set non_clock_inputs [all_inputs -no_clocks]
set_input_delay [expr $clk_period * $clk_io_pct] -clock clk0 $non_clock_inputs
set_output_delay [expr $clk_period * $clk_io_pct] -clock clk0 [all_outputs]
--- /design/flow/design.v ---
`timescale 1ns/10ps
module adder(a, b, cin, cout, out, sub, enable);
	input logic a, b, cin, sub, enable;
	output logic cout, out;
	logic temp0, temp1, temp2, temp3, temp4, temp_b;
	xor XOR0 (temp_b, b, sub);
	xor XOR2 (temp0, a, temp_b, cin);
	and ENABLE1 (out, temp0, enable);
	and AND1 (temp1, a, temp_b);
	and AND2 (temp2, temp_b,cin);
	and AND3 (temp3, cin, a);
	or OR1 (temp4, temp1, temp2, temp3);
	and ENABLE2 (cout, temp4, enable);
endmodule 
module adder_testbench();
	logic a, b, cin, sub, cout, out, enable;
	adder dut (.a, .b, .cin, .cout, .out, .sub, .enable);
	initial begin
		enable = 1;
		sub = 0; cin = 0; a = 0; b = 0; #10;
		sub = 0; cin = 0; a = 0; b = 1; #10;
		sub = 0; cin = 0; a = 1; b = 0; #10;
		sub = 0; cin = 0; a = 1; b = 1; #10;
		sub = 0; cin = 1; a = 0; b = 0; #10;
		sub = 0; cin = 1; a = 0; b = 1; #10;
		sub = 0; cin = 1; a = 1; b = 0; #10;
		sub = 0; cin = 1; a = 1; b = 1; #10;
		sub = 1; cin = 0; a = 0; b = 0; #10;
		sub = 1; cin = 0; a = 0; b = 1; #10;
		sub = 1; cin = 0; a = 1; b = 0; #10;
		sub = 1; cin = 0; a = 1; b = 1; #10;
		sub = 1; cin = 1; a = 0; b = 0; #10;
		sub = 1; cin = 1; a = 0; b = 1; #10;
		sub = 1; cin = 1; a = 1; b = 0; #10;
		sub = 1; cin = 1; a = 1; b = 1; #10;
		enable = 0;
		sub = 0; cin = 0; a = 0; b = 0; #10;
		sub = 0; cin = 0; a = 0; b = 1; #10;
		sub = 0; cin = 0; a = 1; b = 0; #10;
		sub = 0; cin = 0; a = 1; b = 1; #10;
		sub = 0; cin = 1; a = 0; b = 0; #10;
		sub = 0; cin = 1; a = 0; b = 1; #10;
		sub = 0; cin = 1; a = 1; b = 0; #10;
		sub = 0; cin = 1; a = 1; b = 1; #10;
		sub = 1; cin = 0; a = 0; b = 0; #10;
		sub = 1; cin = 0; a = 0; b = 1; #10;
		sub = 1; cin = 0; a = 1; b = 0; #10;
		sub = 1; cin = 0; a = 1; b = 1; #10;
		sub = 1; cin = 1; a = 0; b = 0; #10;
		sub = 1; cin = 1; a = 0; b = 1; #10;
		sub = 1; cin = 1; a = 1; b = 0; #10;
		sub = 1; cin = 1; a = 1; b = 1; #10;
	end
endmodule 
`timescale 1ns/10ps
module fullAdder64(A, B, out);
	input logic [63:0] A, B;
	output logic [63:0] out;
	logic [63:0] carryConnect;
	adder LSB (.a(A[0]), .b(B[0]), .cin(1'b0), .cout(carryConnect[0]), .out(out[0]), .sub(1'b0), .enable(1'b1)); 
	genvar i;
	generate
		for(i = 1; i < 64; i++) begin: adderCreator
			adder otherAdders (.a(A[i]), .b(B[i]), .cin(carryConnect[i-1]), .cout(carryConnect[i]), .out(out[i]), .sub(1'b0), .enable(1'b1));
		end
	endgenerate
endmodule
module fullAdder64_testbench();
	logic [63:0] A, B;
	logic [63:0] out;
	fullAdder64 dut(.A, .B, .out);
	initial begin
		A = 64'd10; B = 64'd20; #100;
		A = 64'd10000; B=64'd99999; #100;
		A = 64'd1; B=64'd2; #100;
		A = 64'd12345; B=64'd12345; #100;
	end
endmodule
==> flow_metrics.tcl <==
# yosys + openroad results
set metrics [dict create \
    grt_max_degree 2 \
    ff_count 0 \
    rows 27 \
    whs_ns 9.466 \
    drt_iter0_drc 3 \
    layout.cells.non_filler 328 \
    syn_area_per_cell_um2 13.73 \
    min_period_ns 30.92 \
    first_pass_iters 2 \
    setup_slack_ns -8.822 \
    final.clkbuf_count 0 \
    dieArea_um2 6170 \
    crit_buf_inv 2 \
    avgRoutedWirePerCell_um 15.02 \
    final_hold_viol_count 0 \
    totalWireLength_mm 4.928 \
    place_ws_ns -9.714 \
    critPathLaunchType "input port" \
    critPathMaxFanout 1 \
    switching_share 0.2790 \
    crit_path_end_kind "output pin" \
    crit_arrival_ns 26.50 \
    grt_overflow 0 \
    ir_drop_v 0.00001200 \
    fillers 510 \
    cp_slowest_cell "fa_2" \
    synthesis.area_um2 1758 \
    grt_pass1_vias 1496 \
    tool_warnings 36 \
    status "finished with violations" \
    vias_per_cell 4.043 \
    combPwrFrac 1.000 \
    die_width_um 78.55 \
    regArea_um2 0 \
    drc 0 \
    synth_cell_types 4 \
    intPower_uw 62.09 \
    ios 192 \
    pwr-share-clk 0 \
    core_region_area_um2 5574 \
    dp_cells 328 \
    relSlewSlack 0.9155 \
    setup_viol 27 \
    final_core_util 0.5955 \
    syn_to_final_growth_pct 88.83 \
    rsz0062_at_grt "yes" \
    vias 1326 \
    power_switching_uw 24.03 \
    crit_top_cell "fa_2" \
    die_y_um 78.55 \
    hold-path-cell-count 3 \
    fmax_mhz 32.34 \
    hp-class "in2out" \
    power.leakage_uw 0.001194 \
    critical_path.max_stage_delay_ns 0.38 \
    maxCapViolations 0 \
    violations "negative setup slack" \
    yosysWarningCount 0 \
    track_usage 0.1704 \
    drive_above_1_share 0.3633 \
    yosys_cells 128 \
    port_buffers 192 \
    path_class "in2out" \
    netlist_instances 128 \
    grt_pass1_wl_mm 7.479 \
    antenna_cells 0 \
    worst_pin_slew_ns 0.1264 \
    grt_antenna_before_repair 0 \
    cts-hold-fix-buffers 0 \
    combGateArea_um2 1445 \
    gp_congestion 0.9260 \
    yosys.stat.chipArea_um2 1758 \
    initCoreUtil 0.3154 \
    ys_seq_share 0 \
    crit_required_ns 17.68 \
    path_depth 66 \
    period_used_share 1.399 \
    antenna_left 0 \
    slew_violations 0 \
    seqPwrFrac 0 \
    crit_family "adder cells" \
    pwr_density_cell_nw_per_um2 25.94 \
]
==> synth_stat cells (all sizes together) <==
library cell / number / share of area
xor3: 1 / 0.014
ha: 1 / 0.0071
fa: 62 / 0.71
buf: 64 / 0.27
==> path summary, 6_finish.rpt <==
path | startpoint | end
setup / recovery | A[0] | out[63]
hold / removal | B[0] | out[0]
==> power by group through the flow <==
stage / sequential, uW / combinational (uW) / clock (uW)
4_1_cts: 0 / 89.1 / 0
5_1_grt: 0 / 96.0 / 0
6_report: 0 / 86.1 / 0
==> final cells by class <==
cell class | instances | area share
Timing Repair Buffer | 192 | 0.5375
Tap cell | 72 | 0.02714
Multi-Input combinational cell | 64 | 0.4354
==> layer usage <==
metal | GRT usage | routed length (um) | up-vias
li1 | - | - | 578
met1 | 0.2060 | 1520 | 630
met2 | 0.2783 | 2370 | 116
met3 | 0.1063 | 1023 | 2
met4 | 0.005556 | 14 | 0
met5 | 0 | 0 | -
==> cells in the final DEF, fill, tap and decap left out, drive strengths merged <==
| cell type | count |
|---|---|
| xor3 | 1 |
| clkbuf | 1 |
| ha | 1 |
| dlymetal6s2s | 1 |
| fa | 62 |
| buf | 29 |
| dlygate4sd2 | 2 |
| clkdlybuf4s50 | 159 |
==> cell families after synthesis <==
logic type                 Yosys count  share of synthesized area
xor gates and xnor gates             1                    0.01352
buffers and inverters               64                     0.2733
adders and majority gates           63                     0.7132
==> what timing repair did <==
action                                  in CTS  in global routing
resized                                    102                  2
pin swaps                                    5                  2
endpoints found under the setup margin      29                 29
setup buffers                                0                  0
==> through the flow <==
step                power (uW)  instance area, um^2  setup TNS, ns
finish                   86.12                 3319        -125.38
global route             96.03                 3319        -135.08
CTS                      89.15                 3322        -127.85
detailed placement       99.82                 3455        -145.20
global placement         99.43                 3455        -145.78
floorplan                49.14                 1923        -110.92
Power is estimated from default activity; no workload was simulated.
