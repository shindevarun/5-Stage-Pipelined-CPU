--- design/flow/config.mk ---
export PLATFORM = sky130hd
export DESIGN_NAME = mux128_64
export DESIGN_NICKNAME = mux128_64
export VERILOG_FILES = /design/flow/design.v
export SDC_FILE = /design/flow/constraint.sdc
export NUM_CORES = 4
export LEC_CHECK = 1
export CORE_AREA = 10 10 95 95
export DIE_AREA = 0 0 105 105
--- design/flow/constraint.sdc ---
current_design mux128_64

set clk_period 1.0
set clk_io_pct 0.2

create_clock -name clk0 -period $clk_period

set non_clock_inputs [all_inputs -no_clocks]
set_input_delay [expr $clk_period * $clk_io_pct] -clock clk0 $non_clock_inputs
set_output_delay [expr $clk_period * $clk_io_pct] -clock clk0 [all_outputs]
--- design/flow/design.v ---
`timescale 1ns/10ps
module mux2_1(out, i0, i1, sel);
	output logic out;
	input logic i0, i1, sel;
	logic out1, out2, selInv;
	and #(50ps) AND1 (out1, sel, i1); 
	not #(50ps) selInverter (selInv, sel);
	and #(50ps) AND2 (out2, selInv, i0);
	or #(50ps) OR (out, out1, out2);
endmodule
module mux2_1_testbench();
	logic i0, i1, sel;
	logic out;
	mux2_1 dut (.out, .i0, .i1, .sel);
	initial begin
		sel=0; i0=0; i1=0; #10;
		sel=0; i0=0; i1=1; #10;
		sel=0; i0=1; i1=0; #10;
		sel=0; i0=1; i1=1; #10;
		sel=1; i0=0; i1=0; #10;
		sel=1; i0=0; i1=1; #10;
		sel=1; i0=1; i1=0; #10;
		sel=1; i0=1; i1=1; #10;
	end
endmodule
`timescale 1ns/10ps
module mux128_64(A, B, out, sel);
	input logic [63:0] A, B;
	output logic [63:0] out;
	input logic sel;
	genvar i;
	generate 
		for(i = 0; i <64; i++) begin: eachBit
			mux2_1 mux1 (.out(out[i]), .i0(A[i]), .i1(B[i]), .sel(sel));
		end
	endgenerate
endmodule
module mux128_64_testbench();
	logic [63:0] A, B, out;
	logic sel;
	mux128_64 dut (.A, .B, .out, .sel);
	initial begin
		A = 64'hFFFFFFFFFFFFFFFF; B = 64'h0000000000000000; sel = 0; #100;
		A = 64'hFFFFFFFFFFFFFFFF; B = 64'h0000000000000000; sel = 1; #100;
		A = 64'hFFFFFFFFFFFFFFFF; B = 64'h000000000000000A; sel = 1; #100;
		A = 64'hF000000000000000; B = 64'h0000000000000000; sel = 0; #100;
	end
endmodule
--- design/flow/run.sh ---
#!/bin/bash
# OpenROAD 26Q1-2900-gdf79404cd8, Yosys 0.63+post, stock flow scripts
make -C /OpenROAD-flow-scripts/flow DESIGN_CONFIG=/design/flow/config.mk WORK_HOME=/design/flow/orfs finish
==> flow_summary.yaml <==
# generated from flow reports
run_status:
  status: "finished with violations"
  violations: "negative setup slack"
detailed_routing:
  drtIter0Drc: 16
  vias: 1415
  drt-total-wl_um: 6334
  drt-pass1-iter-count: 2
  drcViolationCount: 0
  antenna_left: 0
  viasPerCell: 3.835
  wl_per_cell_um: 17.17
  diodes: 0
setup_path:
  critPathSlowestCell: "mux2_4"
  max_stage_delay_ps: 300
  path_max_fanout: 7
  path_cells: "buf_16 -> buf_12 -> buf_16 -> mux2_4 -> buf_6"
  setup.worst_path.end_class: "output pin"
  crit_arrival_ps: 1010
  worst_path_most_repeated_cell: "buf_16"
  crit_type: "in2out"
  required_ps: 800
  cp-start-kind: "input pin"
  timing.critical_path.buf_inv: 4
  critical-path-top-delay-family: "buffers and inverters"
power:
  sequentialPowerShare: 0
  p_leak_nw: 1.686
  p_int_mw: 1.026
  p_sw_frac: 0.2162
  comb_power_share: 1.000
  total_power_mw: 1.310
  ir_drop_v: 0.0001865
  powerDensity_nw_per_um2: 405.7
  clkPwrFrac: 0
  p_switching_uw: 283.2
yosys:
  ys_warn_count: 0
  synth_cell_types: 5
  netlist_instances: 135
  ys_seq_frac: 0
  synth.avg_cell_area_um2: 11.54
  yosys.stat.chipArea_um2: 1558
  syn_area_um2: 1558
  yosysCellCount: 135
layout:
  flop-count: 0
  lay_top_cells: "dlygate4sd2_1, mux2_4, clkdlybuf4s50_1"
  final_util: 0.4674
  fillCellCount: 693
  drive_above_1_share: 0.5311
  finalNonFillerCells: 369
  num-clock-buffers: 0
  layout_top_cell: "dlygate4sd2_1"
  finalInstanceArea_um2: 3228
  syn2layout_area_growth_pct: 107.2
  seq_area_um2: 0
place:
  dpl.hpwl_um: 5238
  dpl-instance-area_um2: 3043
  placed_cells: 356
  io_buffers: 193
  dp_slack_ps: -543.8
  gp_congestion: 0.7542
run:
  drv_cap: 0
  tool_warnings: 35
floorplan:
  io_pins: 193
  placementRows: 30
  die_w_um: 105
  core-area_um2: 6907
  die-area_um2: 11030
  die-height_um: 105
  fp_util: 0.2255
sta:
  slew-limit-headroom: 0.9499
  setup_viol: 64
  final_hold_viol_count: 0
  rsz0062_at_grt: "true"
  period_used_share: 1.206
  layout_setup_ws_ps: -206.2
  fmax_mhz: 829.1
  worstMarginPinSlew_ps: 75.09
  maxSlewViolCount: 0
  fin_crit_ps: 1206
global_routing:
  antenna_found_initial: 0
  grt_pass1_vias: 1550
  grt_start_max_net_pins: 15
  grt_pass1_wl_um: 9052
  track_usage: 0.1020
  gr-total-overflow: 0
worst_hold_path:
  min_path_type: "in2out"
## kinds of logic after synthesis
kind of cell | after synthesis | synth area share
multiplexers | 64 | 0.6072
buffers and inverters | 71 | 0.3928
## Yosys cell counts
master,instances,area share
buf_12,6,0.077
mux2_4,60,0.58
buf_4,64,0.31
mux2_2,4,0.029
buf_6,1,0.0072
## power by group through the flow
stage	clock, mW	combinational [mW]	sequential, mW
finish	0	1.31	0
global route	0	1.41	0
CTS	0	1.23	0
## through the flow
step / setup TNS (ps) / hold slack (ps)
3_5_place_dp: -32360 / 1385
3_3_place_gp: -32200 / 1387
5_1_grt: -10300 / 722.6
2_1_floorplan: -4239 / 590.2
4_1_cts: -10230 / 798.0
6_report: -9168 / 703.1
## cell type report
type / instances / area, um^2 / share of cell area
repair buffers: 209 / 2151 / 0.6663
well taps: 96 / 120.1 / 0.03721
multi-input cells: 64 / 957.2 / 0.2965
## layer usage
layer,global-route usage,share of wire,vias to the layer above
met5,0,0,-
met4,0,0,0
met3,0.05342,0.13,0
met2,0.1828,0.50,110
met1,0.1106,0.37,626
li1,-,-,679
## final timing paths
check	slack [ps]	cells after the start	start	to
worst max-delay path	-210	5	sel	out[23]
worst min-delay path	700	3	A[19]	out[19]
## repair_timing
item / in CTS / in global routing
endpoints found under the setup margin: 64 / 64
gates resized: 312 / 20
hold buffers: 0 / 0
buffers inserted: 4 / 2
gates cloned: 5 / 3
Power is estimated from default activity; no workload was simulated.
